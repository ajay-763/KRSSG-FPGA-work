[design.v]
`timescale 1ns / 1ps
module Rotary_encoder(clk, pulse, reset, enc, temp_pulse);
	input clk;
	input pulse;
	input reset;
	output reg [6:0]enc = 7'd0;	 
	output reg temp_pulse = 1'b0;	 
	reg [1:0] state = 2'b0;			 
	reg [1:0] next_state = 2'b0;	 
	reg [1:0] data = 2'b0;			 
	reg [32:0]count = 32'd0;		 
	reg [6:0]temp_enc = 7'd0; 		 
	parameter IDLE = 2'b00, Increment_enc = 2'b01, Latch = 2'b10;	 
	parameter prescaler = 60000;	 
	always @(posedge clk)
	begin
		if(count == (prescaler-1'b1)) 
		begin
			count <= count+1;
			temp_pulse <= 0;
		end
		else if(count == prescalar)
		begin
			count <=0;
			temp_pulse <= 0;
		end
		else
		begin
			count <= count+1;
			temp_pulse <= 1; 
		end
	end
	always @(posedge clk)
	 begin 
		 if (reset == 1'b1) state <=   IDLE;
		 else state <=  next_state;
	 end
	always @(temp_pulse)
	begin
		case(state)
			IDLE : if (temp_pulse == 1'b1) next_state = Increment_enc;
					  else next_state = IDLE;
			Increment_enc : if (temp_pulse == 1'b1) next_state = Increment_enc;
									else next_state = Latch;
			Latch : if(temp_pulse == 1) next_state = Increment_enc;
						else next_state = IDLE;
			default : next_state = IDLE;
		 endcase
	end
	always @(posedge clk)
	begin
		data[1] <= data[0];  
		data[0] <= pulse;
		case(state)
			IDLE : temp_enc <= 0;
			Increment_enc : temp_enc <= temp_enc + (data[0]^data[1]);	 
			Latch : if(temp_enc == 0) enc <= 0; else enc <= temp_enc-1;		 
			default : temp_enc <= 0;
		endcase
	end
endmodule
[run.sh]
#!/bin/bash
# OpenROAD 26Q1-2900-gdf79404cd8, Yosys 0.63+post, stock flow scripts
make -C /OpenROAD-flow-scripts/flow DESIGN_CONFIG=/design/flow/config.mk WORK_HOME=/design/flow/orfs finish
[config.mk]
export PLATFORM = sky130hd
export DESIGN_NAME = Rotary_encoder
export DESIGN_NICKNAME = Rotary_encoder
export VERILOG_FILES = /design/flow/design.v
export SDC_FILE = /design/flow/constraint.sdc
export NUM_CORES = 4
export LEC_CHECK = 1
export CORE_UTILIZATION = 30
[constraint.sdc]
current_design Rotary_encoder

set clk_period 4.7
set clk_io_pct 0.2

create_clock -name clk0 -period $clk_period [get_ports {clk}]

set non_clock_inputs [all_inputs -no_clocks]
set_input_delay [expr $clk_period * $clk_io_pct] -clock clk0 $non_clock_inputs
set_output_delay [expr $clk_period * $clk_io_pct] -clock clk0 [all_outputs]
==> Changelog: implementation <==
### Metrics

* Outcome: complete, no violations
* FF-to-FF path depth at 4
* Total clock sinks at 52
* Total power at 785 uW
* Mean Syn Cell Area at ~10 um2
* CTS tree: yes
* CTS clock-pin slew for the worst setup and hold paths at 0.09 ns
* Critical Path AT at 1.13 ns
* Layout area overhead at 12.4%
* Ranking of synthesized cells by area: dfxtp_1 33%, edfxtp_1 18%, xnor2_1 7.7%, xor2_1 7.7%, nor2_1 4.1%
* Final cell count without fillers at 329
* Crit path buf inv count at 1
* Critical path launch point type: register
* DRT iter0 DRCs at 35
* Die x size at 89.3 um
* Max Fclk at 483 MHz
* Mapped Cells at 218
* Category of the most critical setup path: register to primary output
* CP max FO at 3
* Pwr/cell area at 306 nW/um2
* Yosys warns at 3
* Cell family with most CP delay: buffers and inverters
* DR pass1 iterations at 4
* Crit path largest cell delay at about 0.47 ns
* RSZ-0062 raised after global routing: false
* WP depth at 1
* EDFF count, synth at 14
* Reg-to-reg endpoint: count[27]$_DFF_P_
* Distinct cells, synth at 31
* Warning total across the stage logs at 25
* WHS at 0.370 ns
* Worst skew pair latency at around 0.3 ns
* Fin area at 2570 um2
* Clock skew at 0.00629 ns
* Critical path required time at between 3 and 4 ns
* Top cells by count: 38 x dfxtp_1, 25 x nor2_1, 20 x xnor2_1, 20 x xor2_1, 14 x edfxtp_1
* Post-CTS setup buffers at 0
* WL final at approximately 3300 um
* Worst Hold Class: register to register
* DP Cell Count at approximately 320
* Final WS setup at 2.63 ns
* Boundary Pins at 11
* Wire per inst at between 10 and 15 um
* Fin Setup TNS at 0 ns
* Fin. max-slew vios at 0
* Final core utilization at 35.2%
* Vias in the first global route at 1255
* CP Capture Type: primary output
* Seq share, synth at 51.7%
* Slew margin rel. at 59.7%
* Initial antenna violation count at 0
* Slowest CP cell: clkdlybuf4s50_1
* Setup violations, final at 0
* Post-synthesis async set-or-reset flop share at 0%
* VDD IR max at 0.124 mV
* Hold path start: data[0]$_DFF_P_
* Yosys reg bits at 52
* Area post-placement at roughly 2500 um2
* Max Cap Viol at 0
* Num CTS Buffers at 5
* R2R setup slack at 3.01 ns
* First-pass GRT wire length at 5760 um
* Critical path origin: temp_pulse$_SDFF_PP0_
* Overflow after GRT at 0
* # hold bufs at CTS at 0
* Synth Flop Type: dfxtp_1
* Synth top cell by count: dfxtp_1
* Core ar. at 7290 um2
* H-tree depth reported by CTS at 2
* Max clock buf depth at 2
* Cts repair resizes at 0
* Pin count of the biggest net entering global routing at 17
* Share of layout cells above drive strength 1 at 6.96%
* Post-DP HPWL at between 2000 and 2500 um
* Via/cell ratio at 4.35
* Cycle use final at 44.1%
* Worst Setup EP: temp_pulse
* Via count at around 1400
* Die area at 7970 um2
* Yosys stat cell total at around 220
* Tmin final at between 2 and 2.5 ns
* DRT antenna net count at 0
* Worst slew pin tran at approximately 0.6 ns
* Synth Cell Area at around 2300 um2
* Die height at 89.3 um
* P_leak at 0.966 nW
* GRT Overall Usage at 9.17%
* Final Hold Vio Count at 0
* Gpl congestion at 0.780
* Root buf cell: clkbuf_8
* Pre-placement core utilization at a little under a third
* Cell taking the most area after synthesis: dfxtp_1
* Post-synthesis chip area from yosys at approximately 2300 um2
* Residual DRC at 0
* Worst R2R Start: count[6]$_DFF_P_
* Top cell type's share of synthesized area at about 33%
* Crit-path cells: clkdlybuf4s50_1
* Ant. Diodes at 0
* Row Count at 31
* PortBufs at 10
* Place WS at just under 3 ns
where the power goes:
part	internal [mW]	switching [mW]	total, mW
sequential	0.477	0.0109	0.488
combinational	0.0276	0.0264	0.0540
clock	0.103	0.140	0.243
flip-flops by register name, summed over array words and instances, names as in the netlist:
name,flops
count,33
data,2
enc,7
state,2
temp_enc,7
temp_pulse,1
routing by layer:
metal	vias to the layer above	part of all wire, %	track usage [%]
met5	-	0	0
met4	0	2.1	1.59
met3	6	1.9	1.50
met2	14	41	13.2
met1	634	54	15.1
li1	776	-	-
worst min path at each step:
stage                  to  depth (start not counted)
4_1_cts   data[1]$_DFF_P_                          0
5_1_grt   data[1]$_DFF_P_                          0
6_report  data[1]$_DFF_P_                          0
cell usage in the layout (no fill, tap or decap), types with 2 or more instances in the layout:
master and count:
clkdlybuf4s50_1 10, nor2b_1 3, clkbuf_8 5, nor2_1 25, dfxtp_1 38, nand2_1 12, nor4_1 8, xor2_1 20
edfxtp_1 14, xnor2_1 20, nand2b_1 2, and4_1 4, clkinvlp_4 2, o21ai_0 2, nand4_1 7, nor4_2 3
ha_1 4, nor3_1 12, nand3_1 12, and3_1 4, inv_1 12
final cells by class:
type                            count  area, um2
Timing Repair Buffer               10        100
Clock inverter                      3       18.8
Fill cell                         718       4720
Multi-Input combinational cell    148       1030
Tap cell                           99        124
Sequential cell                    52       1180
Clock buffer                        5       68.8
Inverter                           12       45.0
logic make-up after synthesis:
group	Yosys count	share of synthesized area (%)
xor gates and xnor gates	40	15.3
DFF	52	51.7
adders and majority gates	4	2.19
and+or+nand+nor	99	26.0
muxes	1	0.438
buffers and inverters	18	3.23
AOI/OAI and AO/OA	4	1.15
Power figures rest on the tool's default switching activity, not on a simulated workload.
