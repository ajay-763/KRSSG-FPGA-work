==> design/flow/design.v <==
`timescale 1ns / 1ps
module Pwm_generator(reset, pwm_val, clk, pwm, dir);
	input reset;
	input [7:0]pwm_val;		 
	input clk;
	output reg pwm = 0;		 
	output dir;					 
   reg [6:0]count = 0;		 
	reg [5:0]prescaler = 0;	 
	reg new_clk = 0;			 
	always @(posedge clk)
	begin
		if(prescaler == 0)
			new_clk <= ~new_clk;
		prescaler <= prescaler +1;
	end
	always @(posedge new_clk)
	begin
		if (reset == 1)
			pwm <= 0;
		else
			begin
				if(count < pwm_val[6:0])
					pwm <= 1;
				else
					pwm <= 0;
				count <= count + 1;
			end
	end
	assign dir = pwm_val[7];
endmodule
==> design/flow/run.sh <==
#!/bin/bash
# OpenROAD 26Q1-2900-gdf79404cd8, Yosys 0.63+post, stock flow scripts
make -C /OpenROAD-flow-scripts/flow DESIGN_CONFIG=/design/flow/config.mk WORK_HOME=/design/flow/orfs finish
==> design/flow/config.mk <==
export PLATFORM = sky130hd
export DESIGN_NAME = Pwm_generator
export DESIGN_NICKNAME = Pwm_generator
export VERILOG_FILES = /design/flow/design.v
export SDC_FILE = /design/flow/constraint.sdc
export NUM_CORES = 4
export LEC_CHECK = 1
export CORE_AREA = 10 10 74 74
export DIE_AREA = 0 0 84 84
==> design/flow/constraint.sdc <==
current_design Pwm_generator

set clk_period 2.0
set clk_io_pct 0.2

create_clock -name clk0 -period $clk_period [get_ports {clk}]

set non_clock_inputs [all_inputs -no_clocks]
set_input_delay [expr $clk_period * $clk_io_pct] -clock clk0 $non_clock_inputs
set_output_delay [expr $clk_period * $clk_io_pct] -clock clk0 [all_outputs]
==> run summary <==
Status of the implementation.

- According to the hold report, the worst path is of the register to register type.
- In this run, the synthesized area fraction spent on and/or/nand/nor cells is recorded as 0.120.
- The number of top-level pins is 12, for reference.
- The worst setup path is of the register to register kind.
- The depth of the CTS H-tree is 1, for reference.
- The count of hold buffers inserted by post-cts repair is 0, for reference.
- The dominant kind of combinational cell is adder cells, for reference.
- The slew check shows that the tightest pin keeps a relative margin of 0.821.
- The Yosys chip area is 742 sq um, for reference.
- The final-layout setup total negative slack is 0 ps, for reference.
- Per the skew report, the later register of the worst-skew pair sees a clock latency of 220 ps.
- STA lists the startpoint of the worst register-to-register path as prescaler[0].
- The cell count after synthesis came out at 69.
- Detailed-route iteration 0 reported a violation count of 20.
- The number of pins with negative max-slew slack in the final report is 0, for reference.
- The flow reported a cell area power density of 393 nW/um^2.
- The root buffer cell is clkbuf_8, for reference.
- The total DRC errors in the routed layout is 0, for reference.
- The synthesized-area fraction occupied by adder cells is 0.152, for reference.
- The final hold violation count is 0, for reference.
- The wire length of the first global-routing pass is 1.98 mm, for reference.
- The number of buffers added for setup after CTS is 0, for reference.
- Setup repair after global routing left no endpoint under its margin.
- The cell count listed in synth_stat.txt is 69, for reference.
- The parity-gate share of the synthesized area counting xor and xnor cells is 0.106, for reference.
- The register clock-pin slew on the reported worst setup and hold paths is 40 ps, for reference.
- VDD sags by at most 0.708 mV.
- The leakage power in the latest report is 0.380 nW.
- The number of placed instances, taps included is 127, for reference.
- The transition time recorded at the tightest slew-check pin is 269 ps.
- Per the synthesis report, the AND-OR/OR-AND share of the synthesized area is 0.0438.
- The number of distinct library cells after synthesis is 18, for reference.
- Port buffering added 9 buffers.
- The detail route stage leaves a number of antenna-violating nets equal to 0.
- The maximum fanout along the worst path is 4, for reference.
- After layout, the setup clock skew is reported as 0.992 ps.
- The worst register-to-register path has a setup slack of 930 ps.
- After routing the design area is 932 sq um.
- The final setup violation count is 0, for reference.
- The tally of non-filler cells in the final layout is 131, for reference.
- Warnings reported by Yosys during synthesis add up to 1.
- The sink of the worst hold path is prescaler[0], for reference.
- After floorplanning, the core was sized to cover 3970 sq um.
- The report lists the number of standard-cell rows as 23.
- Entering global routing, the biggest net connects 10 pins.
- The die covers 7060 sq um.
- The number of global-route vias before repair is 469, for reference.
- The number of antenna violations at the first check in global routing is 0, for reference.
- The portion of netlist area occupied by mux cells is 0, for reference.
- The clock tree from TritonCTS is done, for reference.
- The fmax is 939 MHz, for reference.
- The design draws 0.000366 W.
- The run finished with clean final reports.
- For the worst setup path, the data arrival time is 980 ps.
- The post-route fraction of the period consumed by the critical path is 0.533, for reference.
- In this run the mean area of a mapped cell was 10.8 sq um.
- The setup slack after placement is 948 ps, for reference.
- The area growth from synthesis to layout is 25.6%.
- 16 endpoints have no timing constraint.
- For the worst flop-to-flop path, the logic depth is 4.
- The synthesis stat section lists a flop and latch total of 15.
- After detailed routing, the number of vias per cell comes to 3.69.
- The worst-case clock buffer depth is 2, for reference.
- The required time at the worst endpoint is listed as 1920 ps.
- The critical path startpoint category is a register, for reference.
- In the global route stage, overall resource usage came out at 0.0318.
- The worst path meets setup with 935 ps of slack.
- RePlAce ended its routability-driven mode at a weighted congestion of 0.790.
- The end of the worst register-to-register path is new_clk, for reference.
- By instance count after routing, the leading logic cell type is inv_1.
- The detailed router placed 484 vias in this run.
- The mean routed wirelength per cell is 8.56 um, for reference.
- The placement stage leaves a total instance area of 887 sq um.
- Leaving out fill and tap cells, the most frequent cells in the layout are inv_1 (11), ha_1 (9), clkdlybuf4s50_1 (9).
- Recorded from the global router log, the overflow total was 0.
- The sequential-to-total area share from yosys stat is 0.513, for reference.
- The horizontal die size is 84 um, for reference.
- The pre-antenna-repair detailed-routing pass consisted of 2 iterations.
- After layout, the minimum clock period comes to 1070 ps.
- The starting utilization of the core area is 0.187, for reference.
- From bottom edge to top edge, the die measures 84 um.
- STA classifies the critical path endpoint as a register.
- Across all stage logs, warnings added up to 26.
- The fraction of final layout cells sized beyond drive strength 1 is 0.0617, for reference.
- The antenna cell count is 0, for reference.
- In this run, CTS created clock tree buffers numbering 3.
- The count of unclocked register or latch pins is 8, for reference.
- The max capacitance violation total is 0, for reference.
- The cell area after synthesis is 742 sq um, for reference.
- The number of instances resized during post-cts repair is 0, for reference.
- The report gives the cell count of the worst hold path as 1.
- The total routed wirelength is 1.12 mm, for reference.
- The startpoint of the worst hold path is prescaler[0], for reference.
- Note, the detailed placer reported a final HPWL of 924 um.
[worst max-delay path, cell delays in order, from the launching register on]
cell and delay [ps]:
dfxtp_1 330, inv_1 80, ha_1 150, nand2_1 50
nor3_1 150
[metrics by stage]
| stage | hold slack (ps) | util |
|---|---|---|
| floorplan | 402 | - |
| global placement | 410 | 0.223 |
| detailed placement | 434 | 0.223 |
| CTS | 449 | 0.235 |
| global route | 475 | 0.235 |
| finish | 447 | 0.235 |
[flip-flops by register name, summed over array words and instances (netlist names)]
register,count
count,7
new_clk,1
prescaler,6
pwm,1
[per-layer routing]
layer	up-vias	track usage	wire [um]
met1	220	0.0431	535
met3	2	0.0138	80
met2	10	0.0467	498
met5	-	0	0
li1	252	-	-
met4	0	0.00457	8
[power breakdown]
part / switching [W] / total (W) / leakage, nW / internal (W)
Clock: 0.0000515 / 0.000188 / 0.0228 / 0.000137
Sequential: 0 / 0.000145 / 0.135 / 0.000145
Combinational: 0.0000126 / 0.0000326 / 0.222 / 0.0000201
[synth_stat cells]
cell / number / share of area
a211oi_1: 1 / 0.010
edfxtp_1: 8 / 0.32
nand2_1: 5 / 0.025
xor2_1: 4 / 0.047
nor3_1: 1 / 0.0067
and3_1: 1 / 0.0084
nor2b_1: 1 / 0.0084
inv_1: 11 / 0.056
buf_4: 1 / 0.010
nand3_1: 5 / 0.034
nor2_1: 3 / 0.015
ha_1: 9 / 0.15
xnor2_1: 5 / 0.059
a21oi_1: 3 / 0.020
nand3_2: 1 / 0.013
nor2_2: 1 / 0.0084
o21ai_0: 2 / 0.013
dfxtp_1: 7 / 0.19
[kinds of logic (layout without fill, tap and decap cells)]
family | after synthesis | in the layout
XOR/XNOR | 9 | 9
buffers and inverters | 12 | 24
adder cells (fa/ha/maj) | 9 | 9
AND/OR/NAND/NOR | 18 | 18
AND-OR/OR-AND | 6 | 6
flip-flops | 15 | 15
[how the worst max path moves through the flow]
stage | start | endpoint | slack (ps) | depth (start not counted)
4_1_cts | prescaler[0] | new_clk | 930 | 4
5_1_grt | prescaler[0] | new_clk | 860 | 4
6_report | prescaler[0] | new_clk | 930 | 4
[area by class of cell]
| class | instances | area (sq um) |
|---|---|---|
| multi-input cells | 42 | 313 |
| fillers | 421 | 3040 |
| inverters | 11 | 41.3 |
| clock buffers | 4 | 45.0 |
| flip-flops and latches | 15 | 380 |
| well taps | 50 | 62.6 |
| repair buffers | 9 | 90.1 |
Power figures rest on the tool's default switching activity, not on a simulated workload.
