==> flow/run.sh <==
#!/bin/bash
# OpenROAD 26Q1-2900-gdf79404cd8, Yosys 0.63+post, stock flow scripts
make -C /OpenROAD-flow-scripts/flow DESIGN_CONFIG=/design/flow/config.mk WORK_HOME=/design/flow/orfs finish
==> flow/config.mk <==
export PLATFORM = sky130hd
export DESIGN_NAME = uart_Tx
export DESIGN_NICKNAME = uart_Tx
export VERILOG_FILES = /design/flow/design.v
export SDC_FILE = /design/flow/constraint.sdc
export NUM_CORES = 4
export LEC_CHECK = 1
export CORE_AREA = 10 10 104 104
export DIE_AREA = 0 0 114 114
==> flow/constraint.sdc <==
current_design uart_Tx

set clk_period 1.0
set clk_io_pct 0.2

create_clock -name clk0 -period $clk_period [get_ports {clk}]
create_clock -name clk1 -period $clk_period [get_ports {tick}]

set non_clock_inputs [all_inputs -no_clocks]
set_input_delay [expr $clk_period * $clk_io_pct] -clock clk0 $non_clock_inputs
set_output_delay [expr $clk_period * $clk_io_pct] -clock clk0 [all_outputs]
==> flow/design.v <==
`timescale 1ns / 1ps
module uart_Tx(tick,clk,reset,TxEn,data,Tx);
	input tick,clk,reset,TxEn;
	input [7:0]data;
	output reg Tx = 1'b1;
	reg [7:0]data_in = 8'd0;		 
	reg [3:0]count = 4'd0;			 
	reg [3:0]bit_count = 4'd0;		 
	reg start_bit = 1'b1;			
	reg write_En = 1'b0;				 
	reg write_comp = 1'b0;			 
	reg state = 1'b0, next_state = 1'b0;	 
	parameter IDLE = 1'b0, WRITE = 1'b1;	 
	parameter Nbits = 4'b1000;					 
	always @(posedge clk or posedge reset)
	begin
		if(reset) state <= IDLE;
		else state <= next_state;
	end
	always @(state or write_comp or TxEn)
	begin
		case(state)
			IDLE : if(TxEn) next_state = WRITE; else next_state = IDLE;
			WRITE : if(!write_comp) next_state = WRITE; else next_state = IDLE;
			default : next_state = IDLE;
		endcase
	end
	always @(state)
	begin
		case(state)
			IDLE : write_En = 1'b0;
			WRITE : write_En = 1'b1;
		endcase
	end
	always @(posedge tick)
	begin
		if(write_En)
		begin
			count <= count + 1;						 
			if(count == 4'b1000 && start_bit)	
			begin
				start_bit <= 1'b0;
				Tx <= 1'b0;				 
				count <= 4'b0000;		 
				data_in <= data;		 
				write_comp <= 1'b0;	 
			end
			if((count == 4'b1111) && (!start_bit) && (bit_count < Nbits))
			begin
				Tx <= data_in[0];								 
				data_in <= {data_in[0],data_in[7:1]}; 	 
				bit_count <= bit_count + 1;				 
				count <= 4'b0000;								 
			end
			if((count == 4'b1111) && (bit_count == Nbits))
			begin
				write_comp <= 1'b1;		 
				Tx <= 1'b1;					 
				start_bit <= 1'b1;		 
				bit_count <= 4'b0000;	 
				count <= 4'b0000;			 
			end
		end					
	end
endmodule
==> results.yml <==
# yosys + openroad results
clock_network:
  cts_max_level: 1
  cts_max_path_buffers: 2
  cts.reportedPaths.clkPinSlew_ns: 0.07
  cts_tree: "built"
  clockRootBuffer: "clkbuf_8"
  cts_hold_buf: 0
  cts-buffers-inserted: 3
place:
  post-place-ws_ns: -0.704
  dp_hpwl_um: 1380
  placedCellCount: 205
  gp_routability_congestion: 0.778
  io_buffers: 11
setup_path:
  worstSetupPathType: "reg2reg"
  cp-start-kind: "register"
  r2r_setup_slack_ns: -0.64
  reg2regPathDepth: 4
  crit_required_ns: 1.00
  critPathMaxFanout: 8
  r2r-end: "data_in[3]"
  cp_data_arrival_time_ns: 1.64
  reg2reg_from: "count[0]"
  crit_path_end_kind: "register"
sta:
  worst_slack_ns: -0.642
  skew_ns: 0.00277
  worst_slew_margin_rel_pct: 81.1
  tns_ns: -18.65
  tightestPinTransition_ns: 0.282
  rsz0062_at_grt: "yes"
  hold_viol_final: 0
  drv_slew: 0
  setup_violations: 34
synthesis:
  synthTopLogicFamily: "multiplexers"
  ff_type: "edfxtp_1"
  postSynthSeqShare_pct: 60.4
  fa_ha_area_share_pct: 5.08
  avgSynthCellArea_um2: 14.7
  synthXorXnorAreaFrac_pct: 3.55
  syn_area_um2: 986
  edf_count: 19
  yosys_warnings: 1
  postSynthCellCount: 67
  ys_area_um2: 986
  async_reset_ff_share_pct: 5.00
  synth.cellmix.simpleShare_pct: 9.52
  ys_cells: 67
  compound_area_share_pct: 3.93
  ys_sh_mux_pct: 13.2
  ys_seq_elements: 20
  synth_cell_type_count: 24
global_routing:
  grt_pass1_wl_um: 3130
  grt_max_degree: 11
  grt_pass1_vias: 687
  use_met3_pct: 1.86
  grt_antenna_before_repair: 0
  grt_util_met2_pct: 4.06
  grt-ovfl-total: 0
  grt_usage_pct: 2.99
  busiest_layer: "met1"
  use_met1_pct: 4.14
final_layout:
  syn2layout_area_growth_pct: 59.4
  stdcell_count: 214
  drive_gt1_share_pct: 50.0
  mostFrequentLayoutCell: "buf_4"
  lay_top_cells: "23 x buf_4, 19 x edfxtp_1, 10 x clkdlybuf4s50_1"
detailed_routing:
  vias_per_cell: 2.90
  vias: 621
  drt_wl_total_um: 1910
  initialDrtViolationCount: 21
  wl_per_cell_um: 8.91
  drc: 0
  drtPass1Iterations: 3
  diodes: 0
  ant_nets: 0
power_and_ir_drop:
  clockPowerShare_pct: 29.5
  vdd_drop_max_mv: 0.524
  power.total_w: 0.00174
  combPwrFrac_pct: 14.6
  power.density_nw_per_um2: 1100
  p_leak_nw: 0.631
  p_switching_w: 0.000333
  p_int_w: 0.00140
  p_sw_share_pct: 19.2
  p_seq_share_pct: 55.9
job:
  drv_cap: 0
  warnings: 32
floorplan:
  core_um2: 8680
  die.size.y_um: 114
  row_count: 34
  dieArea_um2: 13000
  die-width_um: 114
  pin_count: 13
  initCoreUtil_pct: 11.4
run_status:
  violations: "negative setup slack"
  outcome: "finished, violations left"
min_path:
  hp-class: "in2async"
[cells in the mapped netlist (2+ instances only)]
master,number,area share [%]
nand3_1,2,1.0
xor2_1,2,1.8
edfxtp_1,19,58
nor3_1,2,1.0
nor4_1,2,1.3
o21a_1,3,2.3
nor2_1,4,1.5
mux2_4,8,12
xnor2_1,2,1.8
inv_1,6,2.3
ha_1,4,5.1
[logic make-up after synthesis]
kind of cell,after synthesis
DFF,20
and+or+nand+nor,16
buffers and inverters,9
muxes,9
AOI/OAI and AO/OA,5
xor gates and xnor gates,4
adders and majority gates,4
[per-stage QoR]
step | cell area (um2) | util [%] | hold WS [ns]
detailed placement | 1390 | 16.0 | 0.347
floorplan | 1010 | - | -0.0713
global placement | 1390 | 16.0 | 0.345
finish | 1570 | 18.1 | 0.343
CTS | 1530 | 17.6 | 0.347
global route | 1570 | 18.1 | 0.358
[sequential cells by signal, indices dropped and copies added, names as in the netlist]
register / cells
data_in: 8
bit_count: 4
count: 4
Tx: 1
start_bit: 1
state: 1
write_comp: 1
[critical path, stage by stage (launching register included)]
cell and delay [ns]:
edfxtp_1 0.36, ha_2 0.19, nand3_2 0.09, or3_4 0.43
mux2_4 0.33
[routing by layer]
| layer | vias up | part of all wire, % |
|---|---|---|
| met4 | 0 | 0 |
| li1 | 324 | - |
| met2 | 14 | 37 |
| met1 | 283 | 52 |
| met5 | - | 0 |
| met3 | 0 | 11 |
[final cells by class]
cell class                      count  area (um2)
Sequential cell                    20         596
Fill cell                         938        7110
Multi-Input combinational cell     38         450
Timing Repair Buffer               38         323
Inverter                            6        22.5
Tap cell                          108         135
Clock buffer                        4        45.0
[power by group through the flow]
stage / Sequential, W / Clock [W] / Combinational (W)
after CTS: 0.000971 / 0.000526 / 0.000226
after global routing: 0.000977 / 0.000556 / 0.000278
final: 0.000970 / 0.000512 / 0.000253
[repair_timing]
action / 4_1_cts / 5_1_grt
endpoints found under the setup margin: 35 / 34
buffers inserted: 5 / 2
gates resized: 18 / 6
pin swaps: 3 / 2
[worst max-delay path by stage]
stage | start | endpoint | cells after the start
5_1_grt | count[0] | data_in[0] | 4
6_report | count[0] | data_in[3] | 4
4_1_cts | count[1] | data_in[0] | 5
